==> /design/flow/design.v <==
module mips(
	input clk, reset,
	output [31:0] instr_addr,
	input [31:0] instr_in,
	output logic [31:0] data_addr,
	input [31:0] data_in,
	output logic [31:0] data_out,
	output data_rd_wr);
	parameter [31:0] pc_init = 0;
	parameter [31:0] sp_init = 0;
	parameter [31:0] ra_init = 0;
	logic [31:0] pc;
	assign instr_addr = pc;
	logic [31:0] ir;
    logic [4:0] reg_rd_num0, reg_rd_num1;
    wire [31:0] reg_rd_data0, reg_rd_data1;
	assign reg_rd_num0 = ir[25:21];
	assign reg_rd_num1 = ir[20:16];
	logic [31:0] a, b, sign_ext_imm;
	logic [31:0] alu_out;
	int lw = 1;
	logic st_en;
	assign data_out = b;
	assign data_rd_wr = ~st_en;
    logic [4:0] reg_wr_num;
    logic [31:0] reg_wr_data;
    logic reg_wr_en;
	assign reg_wr_data = lw ? alu_out : data_in;
	enum { init, fetch, id, ex, me, wb } state;
    regfile #(.sp_init(sp_init), .ra_init(ra_init)) regs(
		.wr_num(reg_wr_num), .wr_data(reg_wr_data), .wr_en(reg_wr_en),
        .rd0_num(reg_rd_num0), .rd0_data(reg_rd_data0),
		.rd1_num(reg_rd_num1), .rd1_data(reg_rd_data1),
        .clk(clk), .reset(reset));
	always @(posedge clk or posedge reset) begin
		if(reset) begin
			reg_wr_en <= 0;
			pc <= pc_init;
			state <= init;
		end
		else
			case(state)
				init: begin
					state <= fetch;
				end
				fetch: begin							 
					ir <= instr_in;						 
					pc <= pc + 4;
					state <= id;
				end
				id: begin								 
					if ((ir[31:26] == 6'b000000) && (ir[5:0] == 6'b001000)) begin
						ir[25:21] <= 5'b11111;
						a <= reg_rd_data0;
					end else begin
						a <= reg_rd_data0;
						b <= reg_rd_data1;
					end
					sign_ext_imm <= {{16{ir[15]}},ir[15:0]};
					state <= ex;
				end
				ex: begin								 
					if (ir[31:26] == 6'b001001) begin	 
						alu_out <= a + sign_ext_imm;
						st_en <= 0;
					end else if (ir[31:26] == 6'b101011) begin
						st_en <= 1;
						data_addr <= a + sign_ext_imm;
						b <= reg_rd_data1;
					end else if (ir[31:26] == 6'b100011) begin
						st_en <= 0;
						data_addr <= a + sign_ext_imm;
					end else if (ir[31:26] == 6'b000000) begin
						if (ir[5:0] == 6'b100001) begin
							st_en <= 0;
							alu_out <= a + b;
						end else if (ir[5:0] == 6'b001000) begin
							st_en <= 0;		 
							a <= reg_rd_data0;	 
						end else if (ir[25:0] == 0) begin
							st_en <= 0;
						end
					end
					state <= me;
				end
				me: begin								 
					if (ir[31:26] == 6'b001001) begin
						reg_wr_en <= 1;
						reg_wr_num <= ir[20:16];
					end else if (ir[31:26] == 6'b101011) begin
						reg_wr_en <= 0;
						reg_wr_num <= 0;
					end else if (ir[31:26] == 6'b100011) begin
						reg_wr_en <= 1;
						reg_wr_num <= ir[20:16];
						lw <= 0;	 
					end else if (ir[31:26] == 6'b000000) begin
						if (ir[5:0] == 6'b100001) begin
							reg_wr_en <= 1;
							reg_wr_num <= ir[15:11];
						end else if (ir[5:0] == 6'b001000) begin
							reg_wr_en <= 0;
							reg_wr_num <= 0;
							pc <= a;	 
						end else if (ir[25:0] == 0) begin
							reg_wr_en <= 0;
							reg_wr_num <= 0;
						end
					end
					st_en <= 0;
					state <= wb;
				end
				wb: begin
					lw <= 1;		 
					reg_wr_en <= 0;
					state <= fetch;
				end
				default: begin
					reg_wr_en <= 0;
					state <= fetch;
				end
			endcase
	end
endmodule
module regfile(
		input [4:0] wr_num, input [31:0] wr_data, input wr_en,
		input [4:0] rd0_num, output [31:0] rd0_data,
		input [4:0] rd1_num, output [31:0] rd1_data,
		input clk, reset);
	parameter [31:0] sp_init = 0;
	parameter [31:0] ra_init = 0;
    reg[31:0] data [1:31];  
	always @(posedge clk or posedge reset)
	if(reset) begin
		data[29] <= sp_init;
		data[31] <= ra_init;
	end
	else begin
        if(wr_en && wr_num!=0) data[wr_num] <= wr_data;
	end
   	assign rd0_data = (rd0_num!=0) ? data[rd0_num] : 32'h00000000;
   	assign rd1_data = (rd1_num!=0) ? data[rd1_num] : 32'h00000000;
endmodule
==> /design/flow/run.sh <==
#!/bin/bash
# OpenROAD 26Q1-2900-gdf79404cd8, Yosys 0.63+post, stock flow scripts
make -C /OpenROAD-flow-scripts/flow DESIGN_CONFIG=/design/flow/config.mk WORK_HOME=/design/flow/orfs finish
==> /design/flow/config.mk <==
export PLATFORM = sky130hd
export DESIGN_NAME = mips
export DESIGN_NICKNAME = mips
export VERILOG_FILES = /design/flow/design.v
export SDC_FILE = /design/flow/constraint.sdc
export NUM_CORES = 4
export LEC_CHECK = 1
export CORE_UTILIZATION = 40
==> /design/flow/constraint.sdc <==
current_design mips

set clk_period 7.0
set clk_io_pct 0.2

create_clock -name clk0 -period $clk_period [get_ports {clk}]

set non_clock_inputs [all_inputs -no_clocks]
set_input_delay [expr $clk_period * $clk_io_pct] -clock clk0 $non_clock_inputs
set_output_delay [expr $clk_period * $clk_io_pct] -clock clk0 [all_outputs]
==> impl_metrics.yaml <==
# physical design summary
status:
  outcome: "finished, final reports clean"
cells_and_area:
  syn_to_final_growth_pct: 17.2
  nFillCells: 11200
  logic_area_um2: 16800
  regArea_um2: 35900
  stdcell_area_um2: 62400
  layout-drive-gt1-share_pct: 12.2
  final_util_pct: 47.4
logic_synthesis:
  synth_cells: 3847
  synth_seq_share_pct: 67.5
  post_synth_ao_oa_area_fraction_pct: 19.3
  yosys_warnings: 3
  synth-edff-count: 1111
  synth_adder_area_share_pct: 1.55
  synth_flops: 1214
  ys.flop_type: "edfxtp_1"
  synthTopLogicFamily: "AND-OR/OR-AND gates"
  mux_share_pct: 0.799
  synthArstFlopShare_pct: 8.48
  synth.distinct_cells: 86
  yosys-stat-area_um2: 53300
  ys_cells: 3847
  avgSynthCellArea_um2: 13.8
  simple_gate_area_share_pct: 7.58
  mappedNetlistArea_um2: 53300
  xor_area_share_pct: 0.883
power:
  power_density_nw_per_um2: 254
  p_leak_nw: 20.5
  peakVddDrop_v: 0.000240
route:
  num_vias: 43400
  first_pass_iters: 11
  wl_per_cell_um: 44.5
  ant_nets: 0
  drt_iter0_drc: 5465
  route.detailed.drc: 0
  drt-total-wl_um: 264000
  vias_per_cell: 7.31
floorplanning:
  core_um2: 132000
  initial_core_util_pct: 40.4
  die_h_um: 367
  pin_count: 163
  dieWidth_um: 367
  dieArea_um2: 135000
  rows: 133
worst_setup_path:
  critical_path.max_stage_delay_ns: 1.22
  endpoint_kind: "register"
  required_ns: 7.40
  path_cells: "clkdlybuf4s50_1, nor3_1, nand2_1, nor2_4, buf_4"
  start_kind: "input port"
  crit_family: "simple AND/OR/NAND/NOR gates"
  cp.arrival_ns: 5.31
  cp_slowest_cell: "nor3_1"
  rr_startpoint: "reg_wr_en$_DFFE_PP0P_"
  worstSetupPathType: "in -> reg"
  crit_buf_inv: 2
  cp_max_fo: 21
  setup.worst_path.start: "reset"
final_timing:
  final.setup.tns_ns: 0
  slew_violations: 0
  finalCriticalPeriod_ns: 4.91
  layout_setup_ws_ns: 2.09
  slew_headroom_pct: 6.77
  fin_skew_ns: 0.0397
  hold_slack_ns: 0.468
  fin_crit_sh_pct: 70.1
  hold_viol: 0
  max_slew.worst_pin.slew_ns: 1.39
  rsz0062_at_grt: "no"
  setup_viol: 0
  fmax_mhz: 204
place:
  place_ws_ns: 1.63
  place.gp.congestion: 1.05
  io_buffers: 162
  dpl.hpwl_um: 158000
  placed_area_um2: 58100
clock_network:
  root_buffer: "clkbuf_16"
  cts_resized: 0
  cts_buffers: 130
  cts.htree.levels: 4
  cts_buffer_depth: 3
  holdBufCountCts: 0
  post_cts_buffers: 0
  clock_sinks: 1214
  clk_latency_ns: 0.81
  cts_tree: "yes"
  clk_pin_slew_ns: 0.06
min_path:
  min_from: "ir[9]$_DFFE_PP_"
  hold_class: "reg -> reg"
flow_run:
  drv_cap: 0
  tool_warnings: 26
global_routing:
  grt_use_total_pct: 41.8
  antenna_found_initial: 25
  grt-ovfl-total: 0
  grt_max_degree: 56
  grt_pass1_vias: 44200
  grt_pass1_wl_um: 356000
[kinds of logic after synthesis]
| group | Yosys count |
|---|---|
| buffers and inverters | 324 |
| AND/OR/NAND/NOR | 789 |
| flip-flops | 1214 |
| other | 1 |
| multiplexers | 42 |
| adder cells (fa/ha/maj) | 65 |
| AND-OR/OR-AND | 1360 |
| XOR/XNOR | 52 |
[cells in the mapped netlist, types with 43 or more instances]
master    number  area, um^2
a221oi_1     156        1370
inv_1         62         233
ha_1          63         788
o21ai_0       72         360
clkbuf_1     226         848
or4_1         43         323
a21oi_1      164         821
dfrtp_1      102        2550
a22o_1       161        1410
nand3_1      170         851
nor2_1       236         886
a222oi_1      64         641
a22oi_1      593        4450
nand4_1      119         744
nand2_1       82         308
edfxtp_1    1111       33400
[path summary, 6_finish.rpt]
check                      depth (start not counted)                             to  slack (ns)
max                                                5     regs.data[3][29]$_DFFE_PP_        2.09
min                                                0      sign_ext_imm[9]$_DFFE_PP_        0.47
max reg2reg                                        5     regs.data[3][29]$_DFFE_PP_        2.96
min reg2reg                                        0      sign_ext_imm[9]$_DFFE_PP_        0.47
max in group asynchronous                          4  regs.data[31][20]$_DFFE_PP0P_        4.20
min in group asynchronous                          2   regs.data[29][3]$_DFFE_PP0P_        1.49
[report_power, final]
part	internal (W)	switching [W]	leakage [nW]
sequential	0.00796	0.000109	11.1
combinational	0.000252	0.000450	7.32
clock	0.00409	0.00299	2.09
total	0.0123	0.00355	20.5
[final cells by class]
type,count,share of cell area [%]
sequential,1214,57.6
multi-input combinational,2309,26.9
timing repair buffer,333,4.67
inverter,63,0.385
tap,1755,3.52
clock inverter,65,1.27
clock buffer,168,5.62
antenna,23,0.0922
[flip-flops by register name (all words and copies together) (netlist names)]
register      count
regs.data       992
a                32
alu_out          32
b                32
data_addr        32
ir               32
pc               32
sign_ext_imm     16
state             6
reg_wr_num        5
lw                1
reg_wr_en         1
st_en             1
[metrics by stage]
stage | cells | power [W]
floorplan | 3847 | 0.00847
global placement | 5674 | 0.00887
detailed placement | 5674 | 0.00887
CTS | 5907 | 0.0158
global route | 5925 | 0.0162
finish | 5930 | 0.0159
[per-layer routing]
metal | vias up | share of wire [%] | track usage (%)
met2 | 4865 | 40 | 53.8
met1 | 20400 | 29 | 43.0
li1 | 16500 | - | -
met5 | - | 1.3 | 20.9
met3 | 1467 | 21 | 38.1
met4 | 96 | 8.4 | 24.2
[placed cells by master (no fill, tap or decap), types with 13 or more instances in the layout]
cell type        netlist  final
dfrtp_1              102    101
bufinv_16              0     14
or4_1                 43     43
o21ai_0               72     72
a211oi_1              14     14
inv_1                 62     61
diode_2                0     23
a21o_1                34     34
nor2_4                 0     87
mux2i_1               38     37
a222oi_1              64     64
edfxtp_1            1111   1111
a221oi_1             156    155
or3_1                 29     29
nor2_1               236    149
nand2_1               82     82
clkbuf_16              0    133
nor3_1                25     21
xor2_1                20     20
buf_4                  0    170
ha_1                  63     63
clkinv_2               0     23
a22o_1               161    161
nand4_1              119    119
nand3_1              170    170
a31oi_1               13     13
clkdlybuf4s50_1        0    162
clkbuf_1             226     30
xnor2_1               31     31
a21oi_1              164    163
a22oi_1              593    593
Power is estimated from default activity; no workload was simulated.
